## ./config.mk

```make
export PLATFORM = sky130hd
export DESIGN_NAME = VerifyALU
export DESIGN_NICKNAME = VerifyALU
export VERILOG_FILES = /design/flow/design.v
export SDC_FILE = /design/flow/constraint.sdc
export NUM_CORES = 4
export LEC_CHECK = 1
export CORE_UTILIZATION = 50
```

## ./constraint.sdc

```tcl
current_design VerifyALU

set clk_period 12.8
set clk_io_pct 0.2

create_clock -name clk0 -period $clk_period

set non_clock_inputs [all_inputs -no_clocks]
set_input_delay [expr $clk_period * $clk_io_pct] -clock clk0 $non_clock_inputs
set_output_delay [expr $clk_period * $clk_io_pct] -clock clk0 [all_outputs]
```

## ./design.v

```verilog
`timescale 1ns / 1ps
module VerifyALU(dataout,a,b,select);
	parameter size = 32;
	output [size-1:0] dataout; 	 
	input [2:0] select;			 
	input [size-1:0] a,b;		 
	wire [size-1:0] data_a,data_not,data_add,data_sub,data_or,data_and,data_slt;		 
	assign data_a = a;
	assign data_not = ~a;
	assign data_add = a + b;
	assign data_sub = a - b;
	assign data_or = a | b;
	assign data_and = a & b;
	assign data_slt = (a<b) ? 1 : 0;
	assign 	dataout = (select==0) ? data_a : (select==1) ? data_not : (select==2) ? data_add : (select==3) ? data_sub : (select==4) ? data_or : (select==5) ? data_and : (select==6) ? data_slt : 1'bz;
endmodule
```

## ./run.sh

```bash
#!/bin/bash
# OpenROAD 26Q1-2900-gdf79404cd8, Yosys 0.63+post, stock flow scripts
make -C /OpenROAD-flow-scripts/flow DESIGN_CONFIG=/design/flow/config.mk WORK_HOME=/design/flow/orfs finish
```

==> results_slide.txt <==
Flow Results at a Glance

Yosys
  • Synth Seq Share: 0
  • Synth warn: 2
  • # Cells Yosys: 869
  • Yosys top cell by area: ha_1
  • Biggest area cells: ha_1, a21oi_1, inv_1
  • Mapped Cells: 869
  • Area leader share: 0.217
  • Mapped Area: 5540 um^2
  • Syn Area/Cell: 6.37 um^2
  • Chip area in the Yosys report: 5540 um^2
  • Yosys cell types: 77

Final timing
  • Rel. slew slack: 0.345
  • Fin crit share: 0.712
  • Fin crit period: 9.12 ns
  • Setup TNS: 0 ns
  • Final hold slack: 5.98 ns
  • Unrepaired setup endpoints after global routing: false
  • Final Hold Vio Count: 0
  • Final setup fails: 0
  • Worst Max-Slew Pin Slew: 0.979 ns
  • Fin. max-slew vios: 0
  • Fmax: 0.110 GHz

Setup path
  • CP Max Fanout: 49
  • Worst setup EP type: output port
  • Critical-path top delay cell: clkinv_1
  • Startpoint Class: primary input
  • Crit path DRT: 10.24 ns
  • Critical path type: primary input to output port
  • Worst path cell trace: clkdlybuf4s50_1 > buf_4 > clkinv_1 > nand2_1 > buf_4 > o21ai_0 > a22oi_1 > inv_1 > a221o_1 > o21ai_0 > mux2_2 > a32oi_1 > clkdlybuf4s50_1
  • Crit path arrival time: 6.56 ns
  • CP max stage delay: 0.83 ns

Global routing
  • Total gr overflow: 0
  • Top Usage Layer GRT: met2
  • Initial antenna violation count: 0
  • Global-route wire length before repair: 30,600 um
  • M3 GR Usage: 0.0422
  • GRT Total Usage: 0.337
  • Vias in the first global route: 5,987
  • Grt met1 use: 0.477
  • Pin count of the biggest net entering global routing: 64
  • GR Layer Usage met2: 0.538

Final layout
  • Post-route cell area: 6540 um^2
  • Share of cells above drive strength 1: 0.0315
  • Comb. cell area: 4950 um^2
  • FFs & Latches: 0
  • Finished Core Util: 0.605
  • Storage element area: 0 um^2
  • Synthesis-to-finish area growth: 18.0%
  • # clk buffers: 0
  • Filler cell count in the final layout: 970

Route
  • Vias per cell: 6.26
  • Via Count: 6,640
  • Final ANT Viol Nets: 0
  • TritonRoute pass-1 iters: 5
  • DRT Wirelength: 19,100 um
  • DRC: 0
  • Iter 0 DRT Violations: 489
  • Post-DR wirelength/cell: 18.0 um
  • ANT cells: 0

Placed design
  • Gpl congestion: 1.04
  • DP Wirelength: 14,400 um
  • Post-DP Area: 6540 um^2
  • PortBufs: 99

Power and ir drop
  • Power Density: 46.4 nW/um^2
  • Pleak: 2.92 nW
  • Peak supply drop: 0.0332 mV

Die
  • Pre-Place Util: 0.513
  • Die Span X: 107 um
  • FP Rows: 38
  • Die Ht: 107 um
  • Die area: 11,500 um^2
  • Core Region: 10,800 um^2
  • IO Count: 99

Outcome
  • Outcome: completed

Run
  • Max Cap Viol: 0
  • Tool Warnings: 97

Min path
  • Hold/Removal Path Class: primary input to output port

Clock network
  • # Post-CTS Setup Buffers: 0
  • Post-cts resize count: 0
  • CTS Hold Buffers Added: 0
[metrics by stage]
stage	std cells	power (mW)	setup WS, ns
6_report	1061	0.303	3.68
5_1_grt	1061	0.333	3.41
4_1_cts	1061	0.299	3.69
3_5_place_dp	1061	0.297	3.71
3_3_place_gp	1061	0.295	3.76
2_1_floorplan	869	0.191	5.47
[worst max-delay path, delay by kind of cell]
kind                   cells  cell delay (ns)
AND/OR/NAND/NOR            1             0.31
AND-OR/OR-AND              5             0.87
buffers and inverters      6             2.61
multiplexers               1             0.19
[per-layer routing]
layer / vias up / share of wire
li1: 3232 / -
met1: 3041 / 0.45
met2: 311 / 0.44
met3: 56 / 0.085
met4: 0 / 0.033
met5: - / 0
[layout make-up]
type | instances | area share
well taps | 140 | 0.0268
repair buffers | 107 | 0.160
multi-input cells | 716 | 0.757
inverters | 98 | 0.0563
[synthesized netlist by cell type, types with 4 or more instances]
library cell,n
nand2_1,46
o31ai_1,12
nor4_1,11
o21bai_1,12
a211o_1,4
nor3b_1,6
mux2i_1,5
nand3_1,16
a21oi_1,98
clkbuf_1,35
or2_2,4
o31a_1,4
o211ai_1,6
o21a_1,5
o21ai_0,68
nor2b_1,10
nor2_1,94
a22oi_1,8
xor2_1,8
a21o_1,20
o2111ai_1,5
ha_1,96
nor3_1,24
o22ai_1,20
inv_1,96
nand4_1,7
buf_2,8
a31oi_1,7
a221oi_1,6
buf_1,11
or3_1,5
a211oi_1,20
a22o_1,5
xnor2_1,25
and3_1,4
[path summary, 6_finish.rpt]
check | startpoint | to | slack [ns] | depth (start not counted)
worst max-delay path | select[2] | dataout[10] | 3.68 | 13
worst min-delay path | select[0] | dataout[0] | 5.98 | 4
[placed cells by master (no fill, tap or decap), types with 24 or more instances in the layout]
cell type and n:
ha_1 96, a21oi_1 98, nor2_1 94, nor3_1 24
inv_1 96, clkdlybuf4s50_1 98, o21ai_0 68, xnor2_1 25
nand2_1 46
[cells by family after synthesis]
family / after synthesis / synth area share
multiplexers: 7 / 0.0131
XOR/XNOR: 34 / 0.0551
adder cells (fa/ha/maj): 98 / 0.224
AND/OR/NAND/NOR: 238 / 0.200
buffers and inverters: 153 / 0.107
AND-OR/OR-AND: 339 / 0.401
[power by group]
group | leakage, nW | internal, mW | switching (mW) | total (mW)
clock | 0 | 0 | 0 | 0
sequential | 0 | 0 | 0 | 0
combinational | 2.92 | 0.135 | 0.169 | 0.303
No activity file was given, so power comes from the tool's default toggle rates.
