==> design.v <==
module UART_Rx(
	output reg [7:0] o_data,	 
	input i_TX,		 
	input clk,		 
	input reset,		 
	output done
    );
	parameter FREQUENCY = 100_000_000;			 
	parameter BAUDRATE = 921_600;					 
	parameter T_COUNT = FREQUENCY/BAUDRATE;	 
	reg [2:0] state, next_state;	 
	reg [9:0] r_data = 0;	 
	reg [25:0] count = 0;	 
	reg [3:0] i = 0;		 
	reg donereg = 1'b0;
	reg [25:0] cc = 0;
	always @ (posedge clk or posedge reset) 
		if (reset) state = 0;
		else state = next_state;
	always @ (posedge clk) begin
		case (state)
			0: begin						 
					donereg = 1'b0;
					count = 0;					 
					i = 0;
					if (~i_TX) next_state = 1;	 
					else next_state = 0;			 
				end
			1: begin	 
					if (count >= T_COUNT/2) begin 	 
						next_state = 2;				 
						count = 0;							 
						r_data[i] = i_TX;					 
						i = i + 1'b1;						 
					end else begin
						next_state = 1;				 
						count = count + 1'b1;			 
					end
				end
			2: begin	 
					if (i <= 9) begin	 
						next_state = 2;
						if (count >= T_COUNT) begin
							count = 0;
							r_data[i] = i_TX;
							i = i + 1'b1;
						end else begin
							count = count + 1'b1;
						end
					end else begin 
						next_state = 3;
						count = 0;
					end
				end
				4: begin
					if (cc == 1) begin
						donereg = 1'b1;
					end else begin
						donereg = 1'b0;
					end
					cc = cc + 1;
					if (cc > 25000) begin
						cc = 0;
						next_state = 0;
					end
				end
			3: begin	 
					if (count >= 1) begin
						next_state = 4;		 
						count = 0;					 
						r_data[i] = i_TX;			 
						o_data = r_data[8:1];	 
					end else begin
						donereg = 1'b0;
						next_state = 3;		 
						count = count + 1'b1;
					end
				end
		endcase	
	end
	assign done = donereg;
endmodule
==> run.sh <==
#!/bin/bash
# OpenROAD 26Q1-2900-gdf79404cd8, Yosys 0.63+post, stock flow scripts
make -C /OpenROAD-flow-scripts/flow DESIGN_CONFIG=/design/flow/config.mk WORK_HOME=/design/flow/orfs finish
==> config.mk <==
export PLATFORM = sky130hd
export DESIGN_NAME = UART_Rx
export DESIGN_NICKNAME = UART_Rx
export VERILOG_FILES = /design/flow/design.v
export SDC_FILE = /design/flow/constraint.sdc
export NUM_CORES = 4
export LEC_CHECK = 1
export CORE_UTILIZATION = 40
==> constraint.sdc <==
current_design UART_Rx

set clk_period 5.9
set clk_io_pct 0.2

create_clock -name clk0 -period $clk_period [get_ports {clk}]

set non_clock_inputs [all_inputs -no_clocks]
set_input_delay [expr $clk_period * $clk_io_pct] -clock clk0 $non_clock_inputs
set_output_delay [expr $clk_period * $clk_io_pct] -clock clk0 [all_outputs]
==> notes.md <==
fresh numbers from the pnr run: critical path startpoint category flip-flop, vias about 2800, placed insts between 500 and 600, clk slew on worst S/H paths 0.08 ns, Synth Seq Share 0.5577, HP Class flip-flop to flip-flop, Leak 1.602 nW, chip height ~100 µm, Achievable Freq 0.3030 GHz, DIE WIDTH 104.8 µm, Setup TNS Final 0 ns, CTS tree built, status finished clean, hold_ws 0.3506 ns, ys flop type edfxtp_1, vias in the first global route 2571, Pins Over Slew Limit 0, Routed WL 7155 µm, initial antenna violation count 0, grt ovf 0, DRC 0, gr usage total 0.1463, cycle use final 0.5594, Area Growth Syn to Fin 11.49%, max layer used met4, H-tree depth 3, Worst Skew about 0.013 ns, WP data arrival 3.48 ns, DP Wirelength 4942 µm, routed wl met3 329 µm, area of the mapped netlist roughly 0.0042 mm², DRT iter0 DRCs about 210, Non-Filler Instances roughly 550, met2 wire len 3086 µm, Post-synth EDFFs 76, # clock sinks roughly 79, num rows 37, DIE AREA 0.01098 mm², via density per instance 5.110, syn_area_per_cell 11.42 µm², share of post-route cells with drive strength above 1 0.1195, gpl congestion around 0.91, design area about 0.0047 mm², post-CTS sizing 0, largest net degree at the start of global routing 28, crit path DRT 6.08 ns, final hold violation count 0, Top cells by area edfxtp_1 (54%), ha_1 (3.6%), nor2_1 (3.0%), xnor2_1 (2.7%), o21ai_0 (2.5%), Slew @ Worst Pin 0.8271 ns, Worst Setup End Kind flip-flop, area leader, netlist edfxtp_1, tool warnings 34, Yosys warnings 1, Latency at later pin roughly 0.35 ns, post-route ant nets 0, Synth Instances 370, most frequent cell after synthesis edfxtp_1, Top cell area share 0.5400, CP max stage delay 0.88 ns, crit path max fanout 15, first-pass GRT wire length roughly 12000 µm, synth cell count leaders edfxtp_1 (76), nor2_1 (34), o21ai_0 (21), cell area after placement around 0.0045 mm², TritonCTS Buffers 9, CORE AREA 0.01028 mm², Slew HR 0.4479, # Cells Yosys 370, Post-CTS Hold Buffers 0, WL/cell roughly 13 µm, yosys synthesis chip area 0.004227 mm², hold path cells 0, FILL cells 938, min Tclk post-route 3.300 ns, asr flop ratio synth 0.03797, Pre-Place Util 0.4112, flops out of synthesis 79, peak supply drop 0.1507 mV, Port Buffers 11, slowest CP cell or4_1, Crit Path Class flip-flop to flip-flop, cell depth of the worst flop-to-flop path 7, clock root buffer clkbuf_8, Antenna diodes 0, drt pass-1 iters 20, Pwr Density approximately 380 mW/mm², maxcap violations 0, RSZ-0062 raised after global routing false, CP Cell Sequence ha_1 -> nand4_1 -> or2_2 -> a2111o_1 -> a32o_1 -> or4_1 -> nor3_1, # IOs 12, clock buffer depth 2, M1 WL 3680 µm, Netlist cell types between 60 and 70, Setup-failing EPs final 0, setup bufs post-CTS 0
[final timing paths]
| check | slack (ns) | startpoint | end |
|---|---|---|---|
| min reg2reg | 0.35 | next_state[2] | state[2] |
| max reg2reg | 2.60 | cc[0] | cc[2] |
| max in group asynchronous | 4.74 | reset | state[1] |
| min | 0.35 | next_state[2] | state[2] |
| min in group asynchronous | 1.02 | reset | state[2] |
| max | 2.60 | cc[0] | cc[2] |
[placed cells by master, fill, tap and decap left out, types with 2 or more instances in the layout]
| cell type | n |
|---|---|
| a21oi_1 | 10 |
| a21o_1 | 2 |
| nand2_1 | 19 |
| bufinv_16 | 2 |
| conb_1 | 30 |
| o21ai_0 | 21 |
| edfxtp_1 | 76 |
| o21a_1 | 2 |
| clkbuf_8 | 9 |
| xor2_1 | 9 |
| mux2_2 | 2 |
| or3b_2 | 2 |
| or4_1 | 2 |
| nand4_1 | 7 |
| xnor2_1 | 13 |
| clkdlybuf4s50_1 | 11 |
| and3_1 | 4 |
| and3_2 | 5 |
| o31ai_1 | 2 |
| nor2_1 | 34 |
| dfrtp_1 | 3 |
| and4_1 | 5 |
| o211ai_1 | 2 |
| nor3_1 | 18 |
| and2_1 | 2 |
| nand2b_1 | 2 |
| or2_2 | 4 |
| ha_1 | 12 |
| buf_4 | 3 |
| inv_1 | 19 |
| or4_2 | 2 |
| a211oi_1 | 2 |
| nor4_1 | 12 |
| nor3_2 | 11 |
| a31oi_1 | 5 |
| nand3_1 | 17 |
[registers in the layout, summed over array words and instances (netlist names)]
signal,flops
donereg,1
cc,26
r_data,8
i,4
count,26
o_data,8
next_state,3
state,3
[cells by family after synthesis]
kind of cell,Yosys count,synth area share
buf+inv,38,0.05091
other cells,1,0.0008872
flops,79,0.5577
simple gates,154,0.2078
fa+ha+maj,12,0.03552
xor+xnor,22,0.04559
compound gates,61,0.09384
mux,3,0.007697
[per-layer routing]
layer | vias to the layer above | GRT usage
met5 | - | 0
met4 | 0 | 0.01610
met3 | 4 | 0.03304
met2 | 53 | 0.2034
met1 | 1302 | 0.2591
li1 | 1431 | -
[critical path, delay by kind of cell (launching register included)]
| family | cells | cell delay (ns) |
|---|---|---|
| fa+ha+maj | 1 | 0.35 |
| flops | 1 | 0.45 |
| simple gates | 4 | 1.73 |
| compound gates | 2 | 0.58 |
[power breakdown]
| part | switching (mW) | internal (mW) |
|---|---|---|
| sequential | 0.118 | 0.826 |
| clock | 0.194 | 0.237 |
| combinational | 0.263 | 0.168 |
| total | 0.575 | 1.23 |
[metrics by stage]
step	worst slack [ns]	power [mW]	util
global placement	2.672	1.382	0.4378
finish	2.600	1.806	0.4585
global route	2.315	1.923	0.4585
floorplan	2.495	1.247	-
CTS	2.581	1.825	0.4585
detailed placement	2.612	1.387	0.4378
[area by class of cell]
class                   count  area, µm²  share of cell area
inverters                  19      71.32             0.01514
clock buffers              10      127.6             0.02708
flip-flops and latches     79       2357              0.5003
clock inverters             6      85.08             0.01806
repair buffers             14      132.6             0.02815
well taps                 136      170.2             0.03611
multi-input cells         282       1768              0.3752
Power and IR drop assume default switching activity.
